### flow/config.mk
export PLATFORM = sky130hd
export DESIGN_NAME = rect_sum
export DESIGN_NICKNAME = rect_sum
export VERILOG_FILES = /design/flow/design.v
export SDC_FILE = /design/flow/constraint.sdc
export NUM_CORES = 4
export LEC_CHECK = 1
export CORE_UTILIZATION = 30
### flow/constraint.sdc
current_design rect_sum

set clk_period 10.8
set clk_io_pct 0.2

create_clock -name clk0 -period $clk_period [get_ports {clk}]

set non_clock_inputs [all_inputs -no_clocks]
set_input_delay [expr $clk_period * $clk_io_pct] -clock clk0 $non_clock_inputs
set_output_delay [expr $clk_period * $clk_io_pct] -clock clk0 [all_outputs]
### flow/design.v
module rect_sum
  #(
    parameter W_DATA = 18,
    parameter W_WEIGHT = 3,
    parameter W_DOUT = $clog2(4*2**W_DATA) + W_WEIGHT + $clog2(4096)
    )
   (
    input                       clk,
    input                       rst,
    input                       din_valid,
    output                      din_ready,
    input [W_DATA-1:0]          din_data,
    input                       weight_valid,
    output                      weight_ready,
    input signed [W_WEIGHT-1:0] weight,
    output                      dout_valid,
    input                       dout_ready,
    output signed [W_DOUT-1:0]      dout_data,
    output                      dout_eot
    );
   logic [1:0]                 dot_cnt_reg;
   logic signed [W_DATA+6:0]   data_accum_reg, data_accum_next;
   logic                       dout_eot_reg, dout_eot_next;
   logic signed [W_DOUT-1:0]   dout_o;
   assign din_ready = dout_ready;
   assign dout_eot_next = (dot_cnt_reg == 3) ? 1 : 0;
   assign dout_eot = dout_eot_reg;
   assign dout_valid = dout_eot_reg;
   assign dout_o = (dout_eot_reg) ? (weight * data_accum_reg) : 0;  
   assign weight_ready = (weight_valid && dout_eot_next) ? 1 : 0;
   assign dout_data = dout_o * 4096;
   always_comb
     begin
        data_accum_next = data_accum_reg;
        case(dot_cnt_reg)
          0: data_accum_next = din_data;
          1: data_accum_next = data_accum_reg - din_data;
          2: data_accum_next = data_accum_reg + din_data;
          3: data_accum_next = data_accum_reg - din_data;
        endcase
     end
   always_ff @(posedge clk)
     begin
        if(rst) begin
           dot_cnt_reg <= 0;
           data_accum_reg <= 0;
           dout_eot_reg <= 0;
        end else if(din_valid) begin
           data_accum_reg <= data_accum_next;
           dot_cnt_reg <= dot_cnt_reg + 1;
           dout_eot_reg <= dout_eot_next;
        end
     end
endmodule: rect_sum
### flow/run.sh
#!/bin/bash
# OpenROAD 26Q1-2900-gdf79404cd8, Yosys 0.63+post, stock flow scripts
make -C /OpenROAD-flow-scripts/flow DESIGN_CONFIG=/design/flow/config.mk WORK_HOME=/design/flow/orfs finish
==> ds_physical_params.txt <==
Physical design parameters

Parameter                              Value

Synthesis
  Cells after Synth .................. 643
  Post-synthesis cell type count .................. 70
  Top flip-flop cell by instance count after synthesis .................. sky130_fd_sc_hd__dfxtp_1
  Async set or reset register ratio after synthesis .................. 0%
  Post-Syn Area .................. 0.005122 mm²
  Synth area leader .................. sky130_fd_sc_hd__ha_1
  Synthesis Warnings .................. 1
  Number of synthesized register bits .................. 26
  Cell total in the yosys stat output .................. 643
  Avg Synthesized Cell Area .................. 7.966 µm²
  Post-synth EDFFs .................. 0
  Area share, top type .................. 16.12%
  Dominant cells by area after synthesis .................. sky130_fd_sc_hd__ha_1 (16%), sky130_fd_sc_hd__dfxtp_1 (10%), sky130_fd_sc_hd__fa_1 (9.0%)
  Yosys Chip Area .................. 0.005122 mm²
  Proportion of synthesized chip area in sequential cells .................. 10.16%

STA
  Maximum clock skew at final layout .................. 0.002599 ns
  Setup_tns .................. 0 ns
  Total setup violations reported at the end of the flow .................. 0
  Worst slew margin relative to its limit .................. 56.96%
  Total count of hold-check failures in the final report .................. 0
  Worst hold margin .................. 0.5108 ns
  Maximum clock frequency .................. 0.1143 GHz
  Period Utilization, post-route .................. 81.01%
  Unrepaired setup endpoints after global routing .................. false
  Final min period .................. 8.749 ns
  Final Slew Violations .................. 0
  Crit path setup slack, layout .................. 2.051 ns
  Worst Tran Pin Value .................. 0.6436 ns

Finish
  Post-route cell area .................. 0.005863 mm²
  Number of flip-flops in the largest register .................. 23
  Top logic cell by instance count in the layout .................. sky130_fd_sc_hd__nor2_1
  Share of cells above drive strength 1 .................. 6.101%
  Utilization after layout .................. 35.23%
  Final-layout fill cell count .................. 1695
  Most frequent cells in the layout .................. sky130_fd_sc_hd__nor2_1 (74), sky130_fd_sc_hd__ha_1 (66), sky130_fd_sc_hd__nand2_1 (50), sky130_fd_sc_hd__clkdlybuf4s50_1 (50), sky130_fd_sc_hd__and2_1 (45)
  Area growth from synthesis to layout .................. 14.46%

Clocking
  Total clock sinks .................. 26
  Gates resized, CTS repair .................. 0
  Post-CTS setup-driven buffer insertion count .................. 0
  Register clock-pin slew on the reported worst setup and hold paths .................. 0.07 ns
  Count of hold buffers inserted by post-cts repair .................. 0
  H-tree depth reported by CTS .................. 1
  CTS tree .................. yes
  Max Buffers Root-to-Sink .................. 2
  Cell at the root of the clock tree .................. sky130_fd_sc_hd__clkbuf_16
  Latest clock arrival within the worst-skew pair .................. 0.27 ns
  TritonCTS Buffers .................. 3

Detailed routing
  Routed WL .................. 12150 µm
  Drt first-iter violations .................. 189
  Total antenna diodes in the routed design .................. 0
  Detail-routed via count per cell .................. 4.960
  Remaining routing DRC violations .................. 0
  TritonRoute pass-1 iters .................. 4
  Total vias in the final route .................. 4424
  Post-detailed-route count of antenna-violating nets .................. 0
  Post-DR wirelength/cell .................. 13.62 µm

Place
  Dpl ws .................. 2.025 ns
  Count of port buffers added during placement .................. 50
  GP Congestion .................. 0.8497
  Dpl hpwl .................. 9900 µm
  Placed Area .................. 0.005758 mm²

Setup path
  Setup slack, reg-to-reg .................. 7.48 ns
  Worst R2R End .................. data_accum_reg[16]$_SDFFE_PP0P_
  Crit Path Category .................. in -> out
  Arrival time worst endpoint .................. 6.59 ns
  Critical path capture point type .................. primary output
  FF-to-FF path depth .................. 12
  Element type at the critical path start .................. primary input
  Worst EP required .................. 8.64 ns
  Crit path max fanout .................. 20
  Reg-to-reg critical path startpoint .................. dot_cnt_reg[0]$_SDFFE_PP0P_

Power and ir drop
  Peak ir drop on the vdd network .................. 0.08066 mV
  Clock share of power .................. 18.2%
  Share of total power consumed by net switching .................. 44.32%
  Portion of total power attributed to sequential cells .................. 19.2%
  Switching power of the nets .................. 277.3 µW
  Combinational power share .................. 62.6%
  Pleak .................. 2.557 nW
  Power Density .................. 106.7 mW/mm²
  Internal power contribution .................. 348.4 µW

Global route
  Global-route wire length before repair .................. 20840 µm
  Antenna violations before repair .................. 0
  GR Overflow Total .................. 0
  Pin count of the biggest net entering global routing .................. 44
  Via count of the first global-routing pass .................. 4230
  Overall Global Routing Usage .................. 14.53%

Floorplanning
  Width of the die .................. 132.7 µm
  Floorplan die height .................. 132.7 µm
  Placement Rows .................. 47
  Die ar. .................. 0.01760 mm²
  Total core area .................. 0.01664 mm²
  Number of placed I/O pins .................. 65
  Starting utilization of the core area .................. 30.78%

Run
  OpenROAD warnings .................. 28
  Reported max-cap violation count .................. 0

Worst hold path
  Worst hold path cell count .................. 2
  Start point of the worst min-delay path .................. data_accum_reg[21]$_SDFFE_PP0P_
  Hold EP .................. data_accum_reg[21]$_SDFFE_PP0P_
  Hold Path Class .................. reg -> reg

Run status
  Result of the run .................. completed
-- worst max-delay path, stage by stage --
cell                              delay [ns]
sky130_fd_sc_hd__clkdlybuf4s50_1        0.45
sky130_fd_sc_hd__inv_1                  0.48
sky130_fd_sc_hd__nor2_1                 0.13
sky130_fd_sc_hd__fa_1                   0.50
sky130_fd_sc_hd__ha_1                   0.30
sky130_fd_sc_hd__ha_1                   0.24
sky130_fd_sc_hd__fa_1                   0.44
sky130_fd_sc_hd__a211o_1                0.28
sky130_fd_sc_hd__o211ai_1               0.15
sky130_fd_sc_hd__a221oi_2               0.13
sky130_fd_sc_hd__nand3_1                0.12
sky130_fd_sc_hd__a31oi_1                0.15
sky130_fd_sc_hd__a221oi_1               0.36
sky130_fd_sc_hd__mux2i_1                0.22
sky130_fd_sc_hd__clkdlybuf4s50_1        0.47
-- metrics by stage --
stage,instances,power (mW)
4_1_cts,892,0.6305
2_1_floorplan,654,0.4329
3_5_place_dp,888,0.5111
3_3_place_gp,888,0.5140
5_1_grt,892,0.6869
6_report,892,0.6257
-- power groups by stage --
stage	Combinational (mW)	Sequential, mW	Clock (mW)
final	0.391	0.120	0.114
after global routing	0.444	0.122	0.120
after CTS	0.394	0.120	0.116
-- worst max path at each step --
stage,startpoint,end,slack (ns),depth (start not counted)
global route,weight[1],dout_data[33],1.71,15
finish,weight[2],dout_data[31],2.05,15
CTS,weight[2],dout_data[31],2.00,15
-- cells by family (layout without fill, tap and decap cells) --
kind of cell	Yosys count	in the layout	synth area share [%]
simple gates	236	236	23.79
compound gates	172	172	25.13
fa+ha+maj	89	89	25.11
buf+inv	65	83	6.033
xor+xnor	39	39	6.668
flops	26	26	10.16
mux	15	15	3.029
other cells	1	12	0.07321
-- metal layers --
layer	vias to the layer above	GRT usage (%)	wire length [µm]
met3	4	1.133	422
li1	2341	-	-
met1	2002	22.27	6219
met2	77	23.57	5430
met4	0	0.8301	76
met5	-	0	0
-- cells in the mapped netlist (7+ instances only) --
cell,instances
sky130_fd_sc_hd__nor3_1,10
sky130_fd_sc_hd__buf_4,14
sky130_fd_sc_hd__and2_1,45
sky130_fd_sc_hd__clkbuf_1,22
sky130_fd_sc_hd__nor2_1,74
sky130_fd_sc_hd__mux2i_1,14
sky130_fd_sc_hd__nor2b_1,7
sky130_fd_sc_hd__a31oi_1,8
sky130_fd_sc_hd__nand2b_1,7
sky130_fd_sc_hd__a21o_1,13
sky130_fd_sc_hd__inv_1,24
sky130_fd_sc_hd__ha_1,66
sky130_fd_sc_hd__o21ai_0,26
sky130_fd_sc_hd__dfxtp_1,26
sky130_fd_sc_hd__nand3_1,11
sky130_fd_sc_hd__fa_1,23
sky130_fd_sc_hd__nand2_1,50
sky130_fd_sc_hd__xor2_1,20
sky130_fd_sc_hd__a211o_1,7
sky130_fd_sc_hd__o31ai_1,9
sky130_fd_sc_hd__o211ai_1,7
sky130_fd_sc_hd__xnor2_1,19
sky130_fd_sc_hd__a21oi_2,7
sky130_fd_sc_hd__a211oi_1,16
sky130_fd_sc_hd__o21a_1,10
sky130_fd_sc_hd__a21oi_1,30
-- cell type report --
class                   instances  area (µm²)  area share, %
well taps                     220       275.3          4.695
repair buffers                 55       538.0          9.176
multi-input cells             563        4334          73.92
clock inverters                 1       30.03         0.5122
clock buffers                   3       75.07          1.280
inverters                      24       90.09          1.536
flip-flops and latches         26       520.5          8.878
Power and IR drop assume default switching activity.
