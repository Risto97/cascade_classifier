[./design.v]
module accum
  #(
    parameter W_DATA_IN=8,
    parameter W_DATA_OUT=32)
   (
    input                   clk,
    input                   rst,
    input                   din_valid,
    output                  din_ready,
    input [W_DATA_IN-1:0]   din_data,
    input [1:0]             din_eot,
    output                  dout_valid,
    input                   dout_ready,
    output [W_DATA_OUT-1:0] dout_data,
    output [1:0]            dout_eot
    );
   logic                    accum_reg_valid;
   logic                    accum_ready;
   logic                    reg_empty;
   logic [W_DATA_OUT-1:0]   accum_data_reg;
   logic [1:0]              din_eot_reg;
   assign reg_empty = !accum_reg_valid;
   assign accum_ready = reg_empty | dout_ready;
   always_ff @(posedge clk)
     begin
        if(rst)
          accum_reg_valid <= 0;
        else
          accum_reg_valid <= din_valid;
     end
   always_ff @(posedge clk)
     begin
        if(rst) begin
           accum_data_reg <= 0;
        end
        else if(accum_ready && din_valid)
          begin
             din_eot_reg <= din_eot;
             if(din_eot_reg[0] == 0) accum_data_reg <= din_data + accum_data_reg;
             else accum_data_reg <= din_data;
          end
     end
   assign din_ready = accum_ready;
   assign dout_data = accum_data_reg;
   assign dout_valid = accum_reg_valid;
   assign dout_eot = din_eot_reg;
endmodule : accum
[./run.sh]
#!/bin/bash
# OpenROAD 26Q1-2900-gdf79404cd8, Yosys 0.63+post, stock flow scripts
make -C /OpenROAD-flow-scripts/flow DESIGN_CONFIG=/design/flow/config.mk WORK_HOME=/design/flow/orfs finish
[./config.mk]
export PLATFORM = sky130hd
export DESIGN_NAME = accum
export DESIGN_NICKNAME = accum
export VERILOG_FILES = /design/flow/design.v
export SDC_FILE = /design/flow/constraint.sdc
export NUM_CORES = 4
export LEC_CHECK = 1
export CORE_AREA = 10 10 110 110
export DIE_AREA = 0 0 120 120
[./constraint.sdc]
current_design accum

set clk_period 9.7
set clk_io_pct 0.2

create_clock -name clk0 -period $clk_period [get_ports {clk}]

set non_clock_inputs [all_inputs -no_clocks]
set_input_delay [expr $clk_period * $clk_io_pct] -clock clk0 $non_clock_inputs
set_output_delay [expr $clk_period * $clk_io_pct] -clock clk0 [all_outputs]
==> run summary <==
run results: insertion delay to the later sink of the worst-skew pair=0.29 ns, Via density=4.54, layout filler cell count=1022, number of synthesis warnings=1, IO Count=50, Reg-to-Reg End=accum_data_reg[28]$_SDFFE_PP0P_, initial drt markers=87, shortest period the worst path allows=4.94 ns, crit-path most repeated cell=clkdlybuf4s50_1, Fmax achieved=202 MHz, DRT met1 WL=2710 um, initial antenna violation count=0, met2 wire length=2310 um, worst r2r path cells=7, cell area after synthesis=2040 um2, Avg Cell Area, Syn=8.55 um2, FP Rows=36, Worst-path clk slew=0.07 ns, synthesis area per yosys=2040 um2, grt ovf=0, crit path DRT=7.76 ns, max_slew headroom=41.4%, CP delay by family, top=buffers and inverters, Die Width=120 um, Reg area=721 um2, status=finished, final reports clean, Core Density at Floorplan=20.8%, Synth flops=35, routed wire length=5750 um, unrepaired setup endpoints after global routing=false, metal3 WL=626 um, Slew Limit Fails=0, routability cong.=0.857, share of cells above drive strength 1=4.91%, maximum vdd drop=0.0435 mV, worst-case clock buffer depth=2, number of H-tree levels=2, Crit path largest cell delay=0.47 ns, nature of the critical path startpoint=input port, TritonCTS clock tree=done, Wirelength per Cell=13.7 um, hold_sp=accum_data_reg[31]$_SDFFE_PP0P_, Hold Buf Count CTS=0, Post-CTS Resized=0, commonest cells after routing, fill and taps aside=clkdlybuf4s50_1 (49), dfxtp_1 (33), nand2_1 (25), Core Box Area=9770 um2, Post-synth EDFFs=2, Seq share, synth=35.4%, Residual DRC=0, Cell Chain, Critical Path=clkdlybuf4s50_1, nand2b_2, clkdlybuf4s50_1, Commonest Layout Cell=clkdlybuf4s50_1, final std cells w/o fill=418, reported max-cap violation count=0, Area growth, synth to finish=33.9%, Async S/R FF share, synth=0%, I/O Buffers=49, Die Span Y=120 um, placed cells=410, CTS root buf=clkbuf_8, cell count listed in synth_stat.txt=238, die area=14400 um2, number of warnings in the stage logs=25, Cell Type Count=49, hpwl dp=4310 um, count of final setup violators=0, combinational gate area=1230 um2, clock skew=0.0118 ns, CP max stage cell=clkdlybuf4s50_1, largest net degree at the start of global routing=20, post-CTS setup buffers=0, Hold Path End=accum_data_reg[31]$_SDFFE_PP0P_, antenna diode count=0, fin crit share=51.0%, R2R setup slack=7.17 ns, 1st-pass router iterations=4, Routed Antenna Nets=0, Pleak=0.891 nW, Num CTS Buffers=5, clock sink count=35, vias after detailed routing=1899, worst r2r src=accum_data_reg[0]$_SDFFE_PP0P_, crit-path max FO=5, Mapped Cells=238, Worst Setup Path Type=input port to primary output, flip-flop count of the largest register after layout=32, Buf/Inv on CP=2, Slew @ Worst Pin=0.879 ns, setup TNS=0 ns, highest routed layer=met4, final hold violations=0, first-pass GRT wire length=9260 um, CP arrival=3.00 ns, Commonest flop=dfxtp_1, Hold Path Class=flip-flop to flip-flop, PwrDens=116 nW/um2, hold path cells=2, crit end category=primary output, GR Util All Layers=7.73%, vias in the first global route=1775
[worst max-delay path by stage]
stage           from   endpoint  slack (ns)  cells past startpoint
4_1_cts   dout_ready  din_ready        4.75                      3
5_1_grt   dout_ready  din_ready        4.73                      3
6_report  dout_ready  din_ready        4.76                      3
[cell type report]
type                            instances  share of cell area [%]
Timing Repair Buffer                   50                    18.3
Multi-Input combinational cell        185                    45.3
Clock inverter                          2                   0.275
Inverter                                7                   0.964
Clock buffer                            6                    2.66
Sequential cell                        35                    26.4
Tap cell                              133                    6.11
[through the flow]
step	util (%)	total power, mW	area [um2]	hold WS, ns	worst slack [ns]
2_1_floorplan	-	0.194	2040	0.430	5.66
3_3_place_gp	27.1	0.218	2650	0.461	4.76
3_5_place_dp	27.1	0.218	2650	0.462	4.76
4_1_cts	27.9	0.323	2730	0.475	4.75
5_1_grt	27.9	0.335	2730	0.492	4.73
6_report	27.9	0.316	2730	0.473	4.76
[power by group]
part | internal, mW | switching (mW) | leakage (nW)
logic | 0.0296 | 0.0327 | 0.564
registers | 0.149 | 0.00372 | 0.287
clock network | 0.0490 | 0.0525 | 0.0403
[Yosys cell counts (2+ instances only)]
cell,number,area (um2)
dfxtp_1,33,661
nor4_1,5,31.3
edfxtp_1,2,60.1
or4_1,5,37.5
a21o_1,5,37.5
a211oi_1,7,52.6
a2111o_1,3,33.8
o21ai_1,4,20.0
o21a_1,2,15.0
mux2i_1,8,80.1
clkbuf_1,7,26.3
ha_1,8,100
o21ai_0,4,20.0
o31ai_1,6,45.0
a21oi_1,19,95.1
nor4b_1,2,17.5
nand4_1,6,37.5
buf_2,2,10.0
nor2_1,19,71.3
nand2b_1,5,31.3
or3_1,7,43.8
inv_1,7,26.3
nand2_1,25,93.8
a311oi_1,3,26.3
a2111oi_0,2,17.5
nor3_1,4,20.0
nand3_1,6,30.0
xnor2_1,11,96.3
[cell families (layout without fill, tap and decap cells)]
logic type | Yosys count | count (layout) | share of synthesized area, %
xor gates and xnor gates | 11 | 11 | 4.73
muxes | 8 | 8 | 3.93
and+or+nand+nor | 96 | 96 | 25.4
DFF | 35 | 35 | 35.4
AOI/OAI and AO/OA | 61 | 61 | 20.6
buffers and inverters | 18 | 65 | 4.00
adders and majority gates | 9 | 9 | 5.90
[worst register-to-register path, stage by stage, from the launching register on]
cell,delay [ns]
dfxtp_1,0.33
ha_1,0.21
fa_1,0.41
a21o_1,0.23
a221oi_2,0.60
or4b_1,0.38
or3_1,0.15
a21oi_1,0.06
[routing by layer]
| layer | GRT usage [%] | up-vias |
|---|---|---|
| li1 | - | 981 |
| met5 | 0 | - |
| met3 | 3.47 | 10 |
| met1 | 10.8 | 843 |
| met4 | 1.51 | 0 |
| met2 | 10.9 | 65 |
Power is estimated from default activity; no workload was simulated.
