==> ./run.sh <==
#!/bin/bash
# OpenROAD 26Q1-2900-gdf79404cd8, Yosys 0.63+post, stock flow scripts
make -C /OpenROAD-flow-scripts/flow DESIGN_CONFIG=/design/flow/config.mk WORK_HOME=/design/flow/orfs finish
==> ./constraint.sdc <==
current_design window_sum

set clk_period 14.4
set clk_io_pct 0.2

create_clock -name clk0 -period $clk_period [get_ports {clk}]

set non_clock_inputs [all_inputs -no_clocks]
set_input_delay [expr $clk_period * $clk_io_pct] -clock clk0 $non_clock_inputs
set_output_delay [expr $clk_period * $clk_io_pct] -clock clk0 [all_outputs]
==> ./design.v <==
module window_sum
  #(
    parameter W_DATA = 26,
    parameter WINDOW_HEIGHT = 24,
    parameter WINDOW_WIDTH = 24
    )
   (
    input               clk,
    input               rst,
    input               din_valid,
    output              din_ready,
    input [W_DATA-1:0]  din_data,
    input [1:0]         din_eot,
    output              window_sum_valid,
    input               window_sum_ready,
    output [W_DATA+1:0] window_sum_data
    );
   logic [$clog2(WINDOW_HEIGHT)-1:0] eot_cnt_reg, eot_cnt_next;
   logic                             din_ready_reg;
   logic [$clog2(WINDOW_WIDTH)-1:0]  data_cnt_reg, data_cnt_next;
   logic [W_DATA+1:0]                din_accum_reg, din_accum_next;
   logic                             window_sum_valid_reg, window_sum_valid_next;
   assign din_ready = din_ready_reg;
   assign window_sum_data = din_accum_reg;
   assign window_sum_valid_next = (din_eot == 2'b11) ? 1: 0;
   assign window_sum_valid = window_sum_valid_reg;
   always_comb
     begin
        data_cnt_next = data_cnt_reg+1;
        eot_cnt_next = eot_cnt_reg +1;
        din_accum_next = din_accum_reg;
        if(data_cnt_reg == WINDOW_WIDTH)
          begin
             data_cnt_next = 1;
          end
        if(eot_cnt_reg == WINDOW_HEIGHT-1)
           begin
              eot_cnt_next = 0;
           end
         if(data_cnt_reg  == 1 && eot_cnt_reg == 0)
          begin
             din_accum_next = din_data;
          end
        if(data_cnt_reg == WINDOW_WIDTH & eot_cnt_reg == WINDOW_WIDTH-1)
          begin
             din_accum_next = din_accum_reg + din_data;
          end
        if((data_cnt_reg == WINDOW_WIDTH & eot_cnt_reg == 0) | (data_cnt_reg == 1 & eot_cnt_reg == WINDOW_HEIGHT-1))
          begin
             din_accum_next = din_accum_reg - din_data;
          end
     end
   always_ff @(posedge clk)
     begin
        if(rst)
          window_sum_valid_reg <= 0;
        else
          window_sum_valid_reg <= window_sum_valid_next;
     end
   always_ff @(posedge clk)
     begin
        if(rst)
          eot_cnt_reg <= 0;
        else if(din_eot[0])
          eot_cnt_reg <= eot_cnt_next;
     end
   always_ff @(posedge clk)
     begin
        if(rst)
          din_accum_reg <= 0;
        else if(din_valid)
          din_accum_reg <= din_accum_next;
     end
   always_ff @(posedge clk)
     begin
        if(rst)
          begin
             din_ready_reg <= 0;
             data_cnt_reg <= 0;
          end
        else if(din_valid)
          begin
             data_cnt_reg <= data_cnt_next;
             din_ready_reg <= din_valid;
          end
     end
endmodule: window_sum
==> ./config.mk <==
export PLATFORM = sky130hd
export DESIGN_NAME = window_sum
export DESIGN_NICKNAME = window_sum
export VERILOG_FILES = /design/flow/design.v
export SDC_FILE = /design/flow/constraint.sdc
export NUM_CORES = 4
export LEC_CHECK = 1
export CORE_UTILIZATION = 30
==> flow_summary.toml <==
# generated from flow reports
[outcome]
status = "finished clean"

[worst_setup_path]
startpoint = "din_data[0]"
crit_end = "din_accum_reg[18]"
end_kind = "flop"
ff2ff_path_depth = 11
critPathKind = "in -> reg"
rrSetupSlack_ns = 11.11
regToRegEndpoint = "din_accum_reg[18]"
worstPathRequired_ns = 14.57
critPathMaxFanout = 5
critPathLaunchType = "primary input"
arrival_ns = 6.17
reg2reg_from = "din_accum_reg[0]"

[route]
drc = 0
first_iter_violations = 259
avgRoutedWirePerCell_microns = 15.4
vias_per_cell = 5.30
ant_nets = 0
antenna_cells_inserted = 0
met2_length_microns = 6340
first_pass_iters = 5
wl_met3_microns = 650
routed_wl_microns = 14300
dr.max_layer_used = "met4"
m1WireLength_microns = 7120
route.vias.total = 4901

[layout]
syn_to_final_growth_pct = 18.2
mostFrequentLayoutCell = "nor2_1"
drive_gt1_frac = 0.0621
largest_register_ffs = 28
fillers = 1706
mostFrequentLayoutCells = "84 x nor2_1, 64 x a21oi_1, 60 x clkdlybuf4s50_1"

[synth]
ys.flop_type = "dfxtp_1"
ys_types = 74
edf_count = 0
synth.yosys.seq_area_share = 0.163
synthArstFlopShare = 0
syn_area_per_cell_sq_um = 7.23
syn_area_sq_mm = 0.00492
ys.flops = 40
synth_warnings = 1
ys_cells = 680
ys_area_sq_mm = 0.00492
syn_inst = 680

[clocking]
cts_max_path_buffers = 2
cts_hold_buffers = 0
cts_tree = "yes"
ctsResizeCount = 0
cts_max_level = 2
insertion_delay_ns = 0.30
clock_sinks = 40
numCtsBuffers = 5
post_cts_buffers = 0
clk_pin_slew_ns = 0.07
cts-root-buf = "clkbuf_16"

[sta]
fin_worst_skew_ns = 0.00363
period_used_share = 0.417
max_slew_margin = 0.570
hold_viol_final = 0
tightest_slew_ns = 0.646
finalMaxSlewViolations = 0
rsz0062_at_grt = "false"
fin_ws_ns = 8.40
period_minus_slack_ns = 6.00
tns_ns = 0
fmax_mhz = 167
setup_viol = 0

[global_route]
grt_antenna_before_repair = 0
grt_pass1_wl_microns = 23700
first_global_vias = 4660
grt_max_degree = 39
grt_usage = 0.177
overflow = 0

[run]
tool_warnings = 55
maxCapViolCount = 0

[placed_design]
gp_congestion = 0.947
pre_cts_slack_ns = 8.12
dp_hpwl_microns = 10200
port_buffers = 60

[floorplanning]
coreArea_sq_mm = 0.0159
fp.dieH_microns = 130
dieArea_sq_mm = 0.0169
die_width_microns = 130
rows = 46
core_util_floorplan = 0.309
io_pins = 62

[power_and_ir_drop]
comb_power_share = 0.335
power_frac_seq = 0.312
clockPowerShare = 0.354
ir_drop_mv = 0.0583
p_leak_nw = 2.43
p_int_w = 0.000256
swShare = 0.350
powerDensity_mw_per_mm2 = 67.7
power_w = 0.000394
p_sw_w = 0.000138

[min_path]
worstHoldPathType = "reg -> reg"
hp-start = "din_ready_reg"
-- area by class of cell --
| cell class | instances | area (sq um) | area share |
|---|---|---|---|
| Timing Repair Buffer | 68 | 661 | 0.114 |
| Tap cell | 216 | 270 | 0.0465 |
| Sequential cell | 40 | 801 | 0.138 |
| Clock inverter | 3 | 46.3 | 0.00796 |
| Clock buffer | 5 | 125 | 0.0215 |
| Multi-Input combinational cell | 534 | 3690 | 0.635 |
| Inverter | 58 | 218 | 0.0374 |
-- layer usage --
metal  vias to the layer above  global-route usage
met2                       101               0.281
met4                         0              0.0212
met1                      2252               0.263
met5                         -                   0
met3                         8              0.0230
li1                       2540                   -
-- how the worst min path moves through the flow --
stage | to | slack, ns | depth (start not counted)
4_1_cts | din_ready_reg | 0.49 | 2
5_1_grt | din_ready_reg | 0.52 | 2
6_report | din_ready_reg | 0.48 | 2
-- cell usage after synthesis, types with 6 or more instances --
cell | n | area (sq um)
buf_2 | 13 | 65.1
o31ai_1 | 11 | 82.6
nand4_1 | 9 | 56.3
a221o_1 | 7 | 70.1
nor3_1 | 16 | 80.1
o211ai_1 | 11 | 82.6
nor2_1 | 84 | 315
o21bai_1 | 7 | 52.6
nand3_1 | 15 | 75.1
nor2b_1 | 8 | 50.1
o221ai_1 | 6 | 52.6
nor4_1 | 6 | 37.5
dfxtp_1 | 40 | 801
and3_1 | 6 | 37.5
ha_1 | 57 | 713
inv_1 | 58 | 218
clkbuf_1 | 29 | 109
a21o_1 | 19 | 143
a21oi_1 | 66 | 330
o21ai_0 | 31 | 155
xnor2_1 | 8 | 70.1
a31oi_1 | 7 | 43.8
nand2b_1 | 8 | 50.1
nand2_1 | 39 | 146
a211oi_1 | 26 | 195
-- power groups by stage --
| stage | combinational [W] | sequential [W] | clock (W) |
|---|---|---|---|
| CTS | 0.000131 | 0.000123 | 0.000144 |
| global route | 0.000148 | 0.000124 | 0.000146 |
| finish | 0.000132 | 0.000123 | 0.000139 |
-- worst max-delay path: stages --
cell,delay (ns)
clkdlybuf4s50_1,0.51
ha_1,0.19
inv_1,0.06
fa_1,0.44
a211oi_1,0.35
o211ai_1,0.18
and2_1,0.20
a31oi_1,0.54
o21ai_0,0.31
a2111oi_2,0.41
nor4_1,0.09
-- cell families after synthesis --
logic type	share of synthesized area
AOI/OAI and AO/OA	0.355
and+or+nand+nor	0.205
buffers and inverters	0.0890
adders and majority gates	0.153
DFF	0.163
xor gates and xnor gates	0.0231
muxes	0.0125
-- stage by stage --
step / cells / cell area (sq um) / hold WS, ns / util
3_3_place_gp: 916 / 5640 / 0.460 / 0.354
4_1_cts: 924 / 5810 / 0.490 / 0.365
2_1_floorplan: 680 / 4920 / 0.411 / -
3_5_place_dp: 916 / 5640 / 0.468 / 0.354
6_report: 924 / 5810 / 0.479 / 0.365
5_1_grt: 924 / 5810 / 0.517 / 0.365
Power is estimated from default activity; no workload was simulated.
