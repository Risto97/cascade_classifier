==> design/flow/design.v <==
module image_buffer
  #(
    parameter W_DATA = 8,
    parameter IMG_WIDTH = 45,
    parameter IMG_HEIGHT = 45,
    localparam DEPTH = IMG_HEIGHT*IMG_WIDTH,
    localparam W_ADDR = $clog2(DEPTH)
    )
   (
    input               clk,
    input               rst,
    input               din_valid,
    output              din_ready,
    input [W_DATA-1:0]  din_data,
    input               din_eot,
    input               addr_valid,
    output              addr_ready,
    input [W_ADDR-1:0]  addr_data,
    output              dout_valid,
    input               dout_ready,
    output [W_DATA-1:0] dout_data
    );
   logic [W_DATA-1:0]   mem [DEPTH-1:0];
   logic [W_ADDR-1:0]   wr_cnt_next, wr_cnt_reg;
   logic                full, full_next;
   logic [W_DATA-1:0]   dout_buff;
   logic                dout_valid_reg, addr_ready_reg;
   logic                handshake_reg;
   assign dout_data = dout_buff;
   assign dout_valid = dout_valid_reg & handshake_reg & full;
   assign addr_ready = full & dout_ready;
   assign wr_cnt_next = (!din_eot & !full) ? (wr_cnt_reg+1):
                        0;
   assign din_ready = !full;
   assign full_next = ((din_eot & din_valid) | full)  ? 1 : 0;
   always_ff @(posedge clk)
     begin
        if(full & addr_valid & dout_ready)
          begin
             dout_buff <= mem[addr_data];
             dout_valid_reg <= addr_valid & full;
          end
     end
   always_ff @(posedge clk)
     begin
        if(rst)
          begin
             full <= 0;
             handshake_reg <= 0;
          end
        else
          begin
             handshake_reg <= addr_valid & !din_ready;
             full <= full_next;
             addr_ready_reg <= full;
          end
     end
   always_ff @(posedge clk)
     begin
        if(din_valid)
          mem[wr_cnt_reg] <= din_data;
     end
   always_ff @(posedge clk)
     begin
        if(rst)
          begin
             wr_cnt_reg <= 0;
          end
        else if(din_valid)
          begin
             wr_cnt_reg <= wr_cnt_next;
          end
     end
endmodule: image_buffer
==> design/flow/run.sh <==
#!/bin/bash
# OpenROAD 26Q1-2900-gdf79404cd8, Yosys 0.63+post, stock flow scripts
make -C /OpenROAD-flow-scripts/flow DESIGN_CONFIG=/design/flow/config.mk WORK_HOME=/design/flow/orfs finish
==> design/flow/config.mk <==
export PLATFORM = sky130hd
export DESIGN_NAME = image_buffer
export DESIGN_NICKNAME = image_buffer
export VERILOG_FILES = /design/flow/design.v
export SDC_FILE = /design/flow/constraint.sdc
export NUM_CORES = 4
export LEC_CHECK = 1
export CORE_UTILIZATION = 40
export SYNTH_MEMORY_MAX_BITS = 65536
==> design/flow/constraint.sdc <==
current_design image_buffer

set clk_period 81.7
set clk_io_pct 0.2

create_clock -name clk0 -period $clk_period [get_ports {clk}]

set non_clock_inputs [all_inputs -no_clocks]
set_input_delay [expr $clk_period * $clk_io_pct] -clock clk0 $non_clock_inputs
set_output_delay [expr $clk_period * $clk_io_pct] -clock clk0 [all_outputs]
==> results.json <==
{
  "critPathMaxFanout": 2,
  "placed_cells": 51200,
  "ctsResizeCount": 0,
  "synth_flops": 16200,
  "io_pins": 36,
  "cts_sinks": 16200,
  "path_clk_slew_ns": 0.06,
  "routed_wl_um": 1980000,
  "syn_area_per_cell_um2": 20.7,
  "reg2reg_depth": 9,
  "fin_skew_ns": 0.138,
  "route.vias.total": 322000,
  "arrival_ns": 17.48,
  "clk-insertion-delay-late_ns": 1.38,
  "ctsLongestPathBuffers": 6,
  "crit_start": "dout_ready",
  "lay_top_count": "edfxtp_1",
  "cts_tree": "done",
  "antenna_left": 0,
  "postSynthSeqShare": 0.770,
  "hold_buffers": 0,
  "h-tree-depth": 7,
  "status": "finished clean",
  "cp-end-kind": "primary output",
  "synth_cell_type_count": 95,
  "hold_end": "full$_SDFF_PP0_",
  "hold_ws_ns": 0.579,
  "finish.instance_area_mm2": 0.713,
  "ir_drop_mv": 0.0235,
  "routedWlPerCell_um": 36.2,
  "post-route-min-period_ns": 33.82,
  "fillers": 128000,
  "startpoint_type": "input port",
  "hold_viol_final": 0,
  "slew_headroom": 0.0349,
  "log.warning_count": 103,
  "synth_top_flop_cell": "edfxtp_1",
  "grt_max_degree": 133,
  "yosys_area_mm2": 0.633,
  "p_per_area_mw_per_mm2": 24.4,
  "yosysCellCount": 30600,
  "synthToLayoutAreaGrowth_pct": 12.7,
  "flop_area_mm2": 0.487,
  "comb_area_mm2": 0.133,
  "rows": 461,
  "drtIter0Drc": 23400,
  "largest_reg_flops": 16200,
  "die_x_um": 1260,
  "hold_class": "flop to flop",
  "edf_count": 16200,
  "dpl_cell_area_mm2": 0.660,
  "synth_cells": 30600,
  "track_usage": 0.274,
  "antenna_found_initial": 231,
  "drv_cap": 0,
  "hold_path_depth": 2,
  "path_class": "input port to primary output",
  "globalRouteOverflowTotal": 0,
  "top_area_cell": "edfxtp_1",
  "ys.warnings.count": 1,
  "setup_viol": 0,
  "die_h_um": 1260,
  "power.leakage_nw": 221,
  "viasPerCell": 5.89,
  "worst_pin_slew_ns": 1.43,
  "crit_required_ns": 65.36,
  "final_cells": 54600,
  "r2r_end": "mem[331][4]$_DFFE_PP_",
  "port_buffers": 35,
  "ff2ff_setup_slack_ns": 76.18,
  "max_freq_ghz": 0.0296,
  "min-delay-start": "full$_SDFF_PP0_",
  "cts_buffers": 1687,
  "drtPass1Iterations": 5,
  "chipArea_mm2": 1.59,
  "rsz0062_at_grt": "false",
  "finalCritPeriodShare": 0.414,
  "yosys-top-cells-area": "edfxtp_1, mux4_2, mux2i_1",
  "place_congestion": 0.924,
  "fp-utilization": 0.401,
  "core_area_mm2": 1.58,
  "dp_hpwl_um": 1270000,
  "async_reset_ff_frac": 0,
  "syn_area_mm2": 0.633,
  "cts_root_buf": "clkbuf_16",
  "grt_pass1_wl_um": 2730000,
  "worst_r2r_startpoint": "wr_cnt_reg[3]$_SDFFE_PP0P_",
  "drc": 0,
  "drive_gt1_frac": 0.218,
  "fin_setup_tns_ns": 0,
  "synth.top_cell.area_share": 0.769,
  "grt_pass1_vias": 349000,
  "mostFrequentLayoutCells": "edfxtp_1, mux4_2, nor2_1, mux2i_1, clkbuf_16",
  "post_cts_buffers": 0,
  "drv_slew": 0,
  "power_w": 0.0174
}
## stage by stage
stage,worst slack [ns],util
2_1_floorplan,48.91,-
3_3_place_gp,47.81,0.418
3_5_place_dp,47.85,0.418
4_1_cts,47.85,0.451
5_1_grt,47.83,0.452
6_report,47.88,0.452
## report_power, final
group / total, W / internal, W / switching [W]
clock network: 0.00735 / 0.00425 / 0.00311
registers: 0.00916 / 0.00915 / 0.000000715
logic: 0.000918 / 0.000271 / 0.000647
## per-layer routing
metal,part of all wire,global-route usage
met1,0.28,0.269
met2,0.45,0.372
met5,0.0047,0.0543
met4,0.055,0.125
met3,0.22,0.269
## area by class of cell
cell class | count | area share
clock inverters | 930 | 0.0113
clock buffers | 2046 | 0.0618
well taps | 21100 | 0.0370
diodes | 439 | 0.00154
inverters | 16 | 0.000126
repair buffers | 1600 | 0.0183
flip-flops and latches | 16200 | 0.683
multi-input cells | 12300 | 0.187
## worst max path at each step
stage,end,depth (start not counted)
final,addr_ready,3
after CTS,addr_ready,3
after global routing,addr_ready,3
## critical path, cell delays in order
cell and delay, ns:
clkdlybuf4s50_1 0.51, and2_1 0.16, clkdlybuf4s50_1 0.47
## cells by family (layout without fill, tap and decap cells)
logic type               after synthesis  after routing  synth area share
flip-flops                         16200          16200             0.770
multiplexers                        5356           5356             0.148
AND/OR/NAND/NOR                     3705           3705            0.0246
AND-OR/OR-AND                       3245           3245            0.0359
buffers and inverters               2076           4592            0.0216
XOR/XNOR                               8              8          0.000111
adder cells (fa/ha/maj)                4              4         0.0000791
other                                  0            439                 0
## Yosys cell counts, drive strengths merged (25+ instances only)
master   instances
a2111oi         44
a211oi          82
a21oi          572
a221oi         127
a22o           105
a22oi          293
a31oi          109
and2            43
and3            40
buf           1097
clkbuf         958
edfxtp       16200
mux2            46
mux2i         2127
mux4          3183
nand2          477
nand3          187
nand4           73
nor2          2373
nor2b           25
nor3           292
nor4           101
o211ai          44
o21ai          358
o221ai         731
o22ai          573
o311ai          26
o31ai           27
or3             28
