$ cat flow/design.v
module window_buffer
  #(
    parameter W_DATA = 18,
    parameter WINDOW_WIDTH = 24,
    parameter WINDOW_HEIGHT = 24,
    localparam DEPTH = WINDOW_HEIGHT*WINDOW_WIDTH,
    localparam W_ADDR = $clog2(DEPTH)
    )
   (
    input               clk,
    input               rst,
    input               din_valid,
    output              din_ready,
    input [W_DATA-1:0]  din_data,
    input [1:0]         din_eot,
    input               addr_valid,
    output              addr_ready,
    input [W_ADDR-1:0]  addr0_data,
    input [W_ADDR-1:0]  addr1_data,
    input [W_ADDR-1:0]  addr2_data,
    output              dout_valid,
    input               dout_ready,
    output [W_DATA-1:0] dout0_data,
    output [W_DATA-1:0] dout1_data,
    output [W_DATA-1:0] dout2_data
    );
   logic [W_DATA-1:0]   mem [DEPTH-1:0];
   logic [W_ADDR-1:0]   wr_cnt_next, wr_cnt_reg;
   logic                full, full_next;
   logic [W_DATA-1:0]   dout0_buff, dout1_buff, dout2_buff;
   logic                dout_valid_reg, addr_ready_reg;
   logic                handshake_reg;
   assign dout0_data = dout0_buff;
   assign dout1_data = dout1_buff;
   assign dout2_data = dout2_buff;
   assign dout_valid = dout_valid_reg & handshake_reg & full;
   assign addr_ready = addr_ready_reg;
   assign wr_cnt_next = (!din_eot[1] & !full) ? (wr_cnt_reg+1):
                        0;
   assign din_ready = !full;
   assign full_next = (din_eot[1] | full) & !dout_ready ? 1 : 0;
   always_ff @(posedge clk)
     begin
        if(full & addr_valid)
          begin
             dout0_buff <= mem[addr0_data];
             dout1_buff <= mem[addr1_data];
             dout2_buff <= mem[addr2_data];
             dout_valid_reg <= addr_valid & full;
          end
     end
   always_ff @(posedge clk)
     begin
        if(rst)
          begin
             full <= 0;
             handshake_reg <= 0;
          end
        else
          begin
             handshake_reg <= addr_valid & addr_ready & !din_ready;
             full <= full_next;
             addr_ready_reg <= full;
          end
     end
   always_ff @(posedge clk)
     begin
        if(din_valid)
          mem[wr_cnt_reg] <= din_data;
     end
   always_ff @(posedge clk)
     begin
        if(rst)
          begin
             wr_cnt_reg <= 0;
          end
        else if(din_valid)
          begin
             wr_cnt_reg <= wr_cnt_next;
          end
     end
endmodule: window_buffer
$ cat flow/run.sh
#!/bin/bash
# OpenROAD 26Q1-2900-gdf79404cd8, Yosys 0.63+post, stock flow scripts
make -C /OpenROAD-flow-scripts/flow DESIGN_CONFIG=/design/flow/config.mk WORK_HOME=/design/flow/orfs finish
$ cat flow/config.mk
export PLATFORM = sky130hd
export DESIGN_NAME = window_buffer
export DESIGN_NICKNAME = window_buffer
export VERILOG_FILES = /design/flow/design.v
export SDC_FILE = /design/flow/constraint.sdc
export NUM_CORES = 4
export LEC_CHECK = 1
export CORE_UTILIZATION = 40
export SYNTH_MEMORY_MAX_BITS = 65536
$ cat flow/constraint.sdc
current_design window_buffer

set clk_period 43.1
set clk_io_pct 0.2

create_clock -name clk0 -period $clk_period [get_ports {clk}]

set non_clock_inputs [all_inputs -no_clocks]
set_input_delay [expr $clk_period * $clk_io_pct] -clock clk0 $non_clock_inputs
set_output_delay [expr $clk_period * $clk_io_pct] -clock clk0 [all_outputs]
==> results.py <==
# Flow results
metrics = {
    "floorplan": {
        "die_h_um": 1190,
        "dieArea_um2": 1430000,
        "ios": 112,
        "fp_util_pct": 40.1,
        "core-area_um2": 1420000,
        "die_w_um": 1190,
        "fp-row-count": 437,
    },
    "critical_path": {
        "path_max_fanout": 64,
        "worstReg2RegStart": "mem[13][12]$_DFFE_PP_",
        "cp.arrival_ps": 18420,
        "reg2regPathDepth": 7,
        "critical_path_class": "in -> reg",
        "start_kind": "primary input",
        "r2r_setup_slack_ps": 38050,
        "worstPathRequired_ps": 44110,
        "endpoint_kind": "register",
        "timing.rr.end": "dout1_buff[12]$_DFFE_PP_",
    },
    "power_and_ir_drop": {
        "p_per_area_nw_per_um2": 38.4,
        "irDropWorstVdd_v": 0.0000353,
        "total_power_mw": 24.7,
        "power.leakage_nw": 202,
    },
    "logic_synthesis": {
        "yosysMostFrequentCell": "edfxtp_1",
        "ys_area_um2": 568000,
        "syn_area_per_cell_um2": 18.8,
        "synthCells": 30202,
        "synthArstFlopShare_pct": 0,
        "ys_top_cells_by_area": "edfxtp_1 55%, mux4_2 33%, mux2i_1 2.5%",
        "edf_count": 10423,
        "yosys.stat.seqShare_pct": 55.1,
        "flop_cell": "edfxtp_1",
        "synth_area_um2": 568000,
        "ys_cells": 30202,
        "ys_types": 83,
        "top_area_share_pct": 55.1,
        "synth_warnings": 1,
        "netlist_top_cells_count": "10,423 x edfxtp_1, 8,202 x mux4_2, 1,926 x nand2_1",
        "synth-seq-cells": 10435,
        "top_area_cell": "edfxtp_1",
    },
    "route": {
        "wl_um": 2700000,
        "drtIter0Drc": 33131,
        "wl_per_cell_um": 51.8,
        "ant_nets": 0,
        "viasPerCell": 7.15,
        "dr.pass1.iters": 9,
        "vias": 372894,
        "drc": 0,
    },
    "clock_network": {
        "path_clk_slew_ps": 60,
        "post_cts_buffers": 0,
        "htree_num_levels": 7,
        "clk_path_buf_depth": 6,
        "cts_resized": 0,
        "clockRootBuffer": "clkbuf_16",
        "cts_buffers": 1264,
        "clk_latency_ps": 1400,
        "cts_hold_buffers": 0,
        "cts_tree": "yes",
        "clock_sinks": 10435,
    },
    "sta": {
        "hold_viol_final": 0,
        "fin_ws_ps": 25690,
        "finalSetupViolations": 0,
        "slew-limit-headroom_pct": -15.4,
        "fin_crit_ps": 17410,
        "max_freq_mhz": 57.4,
        "slew_viol_final": 13,
        "fin_skew_ps": 129,
        "worst-slew-pin-transition_ps": 1710,
        "rsz0062_at_grt": "false",
        "fin_crit_sh_pct": 40.4,
        "tns_ps": 0,
        "fin_hold_ws_ps": 517,
    },
    "final_layout": {
        "drive_gt1_share_pct": 42.4,
        "regMostFlops": "mem",
        "final_cells": 52174,
        "syn_to_final_growth_pct": 13.2,
        "fill_cells": 117416,
        "largest_reg_flops": 10368,
        "fin_area_um2": 643000,
        "fin_util_pct": 45.4,
    },
    "hold_path": {
        "min_to": "handshake_reg$_SDFF_PP0_",
        "hold_start": "addr_ready_reg$_DFFE_PN_",
        "min_path_type": "reg -> reg",
        "hold_depth": 1,
    },
    "global_route": {
        "grt_pass1_vias": 398918,
        "antenna_found_initial": 434,
        "grt-ovfl-total": 0,
        "grt_max_degree": 128,
        "grt_pass1_wl_um": 3570000,
        "grt.total_usage_pct": 41.5,
    },
    "place": {
        "port_buffers": 110,
        "dp_slack_ps": 24480,
        "dp.cells": 49099,
        "gp_congestion": 1.07,
        "post_dp_cell_area_um2": 603000,
        "dp_hpwl_um": 1810000,
    },
    "flow_run": {
        "tool_warnings": 52,
        "maxCapViolations": 6,
    },
    "run_status": {
        "status": "finished, violations left",
        "violations": "max-capacitance violations, max-slew violations",
    },
}
logic make-up after synthesis:
family / after synthesis / share of synthesized area [%]
and+or+nand+nor: 4128 / 3.10
muxes: 9713 / 35.2
DFF: 10435 / 55.1
AOI/OAI and AO/OA: 3011 / 3.68
xor gates and xnor gates: 7 / 0.0108
adders and majority gates: 4 / 0.00881
buffers and inverters: 2904 / 2.90
report_power, final:
group / internal (mW) / total, mW / switching, mW
combinational: 1.05 / 3.20 / 2.15
sequential: 11.2 / 11.2 / 0.00523
clock: 5.94 / 10.3 / 4.36
total: 18.2 / 24.7 / 6.51
critical path, stage by stage:
cell	delay (ps)
buf_16	330
buf_4	590
buf_4	720
buf_4	580
buf_4	470
buf_4	640
buf_12	400
buf_4	520
buf_4	550
buf_4	600
buf_4	530
buf_4	510
mux4_2	560
mux4_2	520
a22o_1	320
a31oi_1	920
buf_4	240
o211ai_1	180
routing by layer:
layer	share of wire (%)	up-vias	global-route usage (%)	routed length (um)
met4	9.7	722	29.5	261000
met5	1.5	-	27.7	39500
met3	24	8483	42.9	647000
met2	40	39409	50.6	1090000
li1	-	136755	-	-
met1	25	187525	37.2	670000
worst max-delay path by stage:
stage,from,to,slack (ps)
after global routing,addr2_data[0],dout2_buff[13]$_DFFE_PP_,25220
after CTS,addr2_data[0],dout2_buff[13]$_DFFE_PP_,25840
final,addr2_data[0],dout2_buff[13]$_DFFE_PP_,25690
cells in the final DEF, fill, tap and decap left out, drive strengths merged, types with 38 or more instances in the layout:
cell type	synthesis	routed
edfxtp	10423	10423
mux4	8202	8202
buf	1984	2838
nand2	1926	1926
clkbuf	898	1524
mux2i	1425	1425
nor2	1147	1147
diode	0	927
o22ai	524	524
clkinv	2	485
a21oi	448	448
o21ai	326	326
nand3	317	317
o221ai	295	295
a31oi	272	272
a211oi	252	252
and3	191	191
a22oi	166	166
nor3	135	135
and2	122	122
a32oi	105	105
a221oi	99	99
mux2	86	86
bufinv	0	85
a311oi	79	79
nor2b	77	77
clkdlybuf4s50	0	64
nor4	59	59
o211ai	55	55
a2111oi	48	48
nand4	46	46
inv	20	42
o21a	38	38
cell type report:
type / count / area (um2) / area share, %
multi-input cells: 16863 / 243000 / 37.7
clock inverters: 624 / 5160 / 0.802
well taps: 18877 / 23600 / 3.67
inverters: 22 / 175 / 0.0272
repair buffers: 2902 / 23100 / 3.59
clock buffers: 1524 / 33100 / 5.15
diodes: 927 / 2320 / 0.361
flip-flops and latches: 10435 / 313000 / 48.7
