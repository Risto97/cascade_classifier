**config.mk**
```make
export PLATFORM = sky130hd
export DESIGN_NAME = eot_gen
export DESIGN_NICKNAME = eot_gen
export VERILOG_FILES = /design/flow/design.v
export SDC_FILE = /design/flow/constraint.sdc
export NUM_CORES = 4
export LEC_CHECK = 1
export CORE_AREA = 10 10 70 70
export DIE_AREA = 0 0 80 80
```
**constraint.sdc**
```tcl
current_design eot_gen

set clk_period 2.7
set clk_io_pct 0.2

create_clock -name clk0 -period $clk_period [get_ports {clk}]

set non_clock_inputs [all_inputs -no_clocks]
set_input_delay [expr $clk_period * $clk_io_pct] -clock clk0 $non_clock_inputs
set_output_delay [expr $clk_period * $clk_io_pct] -clock clk0 [all_outputs]
```
**design.v**
```verilog
module eot_gen
  #(
    parameter FEATURE_WIDTH = 24,
    parameter FEATURE_HEIGHT = 24,
    parameter W_DATA = 8
    )
   (
   input               clk,
   input               rst,
   input               din_valid,
   output              din_ready,
   input [W_DATA-1:0]  din_data,
   output              dout_valid,
   input               dout_ready,
   output [W_DATA-1:0] dout_data,
   output [1:0]        dout_eot
    );
   logic [$clog2(FEATURE_WIDTH )-1:0] x_cnt_reg, x_cnt_next;
   logic [$clog2(FEATURE_HEIGHT)-1:0] y_cnt_reg, y_cnt_next;
   logic                              handshake;
   logic [1:0]                        eot_o;
   assign dout_valid = din_valid;
   assign handshake = din_valid & dout_ready;
   assign din_ready = dout_ready;
   assign dout_data = din_data;
   assign dout_eot = eot_o;
   always_comb
     begin
        x_cnt_next = x_cnt_reg + 1;
        y_cnt_next = y_cnt_reg;
        eot_o = 0;
        if(x_cnt_next == FEATURE_WIDTH)
          begin
             x_cnt_next = 0;
             eot_o[0] = 1;
             y_cnt_next = y_cnt_reg + 1;
          end
        if(y_cnt_next == FEATURE_HEIGHT)
          begin
             eot_o[1] = 1;
             y_cnt_next = 0;
          end
     end
   always_ff @(posedge clk)
     begin
        if(rst)
          begin
             x_cnt_reg <= 0;
             y_cnt_reg <= 0;
          end
        else if(handshake)
          begin
             x_cnt_reg <= x_cnt_next;
             y_cnt_reg <= y_cnt_next;
          end
     end
endmodule: eot_gen
```
**run.sh**
```bash
#!/bin/bash
# OpenROAD 26Q1-2900-gdf79404cd8, Yosys 0.63+post, stock flow scripts
make -C /OpenROAD-flow-scripts/flow DESIGN_CONFIG=/design/flow/config.mk WORK_HOME=/design/flow/orfs finish
```
==> run notes <==
Notes on the physical design

Using the TritonRoute via totals, the vias-per-cell ratio works out to approximately 4.5. The final worst setup slack is roughly 0.13 ns. The dominant delay contributor by cell family on the critical path is buffers and inverters.

The cell-mix breakdown from Yosys lists the compound-gate area share as 0.1825. The synthesized flop and latch total is 10. The cell depth of the worst min-delay path is 2. OpenSTA lists the critical path startpoint as x_cnt_reg[0]$_SDFFE_PP0P_. The die width is ~80 µm.

The placed wire-length estimate after detailed placement is between 1 and 1.5 mm. The maximum level of the CTS H-tree is 1. The setup path with the least slack is of type flip-flop to primary output. The async set or reset register ratio after synthesis is 0. The overall die size recorded for this design is between 6000 and 7000 µm².

Routability-driven placement finished with a final weighted congestion of ~0.71. Endpoints failing hold in the final report were tallied at 0. The top fanout value on the critical path is 9. The buffering stage count on the worst path with inverters included is 3. The clock period could shrink to approximately 2.6 ns. The largest stage delay on the critical path is roughly 0.45 ns. In this run, the synthesized area fraction spent on adder and majority cells is recorded as 0.04762. The flow ran to the end, and the final reports show no timing, DRC or antenna violations. The final routed wirelength across all metal layers is 1.556 mm. The cell count in the Yosys report is just over 90. Before any placement, the netlist area is recorded as 788.3 µm². The final setup violation count is 0. Clock latency on the worst-skew pair, taken at its later pin, is roughly 0.26 ns. The slowest stage cell on the critical path is clkdlybuf4s50_1. The finished cells cover 932.1 µm². The main flop type is dfxtp_1.

In the synthesized netlist, the number of instances is ~92. Per the OpenROAD floorplan log, the area of the core is between 3000 and 4000 µm². Per the synthesis report, the simple-gate share of the synthesized area is 0.2635. From synthesis to final layout, the design area changed by 18.25%. The min-delay analysis places its worst path in the category flip-flop to flip-flop. The slew at the pin closest to its max-slew limit is 0.4548 ns.

The synthesized design contains 0 enable-type register cells. The CTS tree is built. The reported leakage power is roughly 0.34 nW. The buffer levels on the longest clock path is 2. The DRC violations left is 0. The final clock skew is 0.004708 ns. For reference, the critical path cell chain is ha_1 > nand3_1 > a21oi_4 > o21ai_4 > buf_4 > inv_1 > clkdlybuf4s50_1. A synthesized cell averages between 8 and 9 µm².

The pre-CTS setup slack is slightly above 0.1 ns. The final layout reports a setup TNS of 0 ns. 24 I/O pins were placed. The portion of the post-synthesis area used by sequential elements is 0.2540. Looking at the worst setup and hold paths, the clock pins of their registers show a slew of 0.07 ns. The number of design-rule violations left by the first detailed-router iteration is 32. In the finished design, the share of the clock period the worst path needs comes to 0.9505.

The cell chosen for the clock root is clkbuf_4. The share of post-route cells with drive strength above 1 is 0.2553. TritonCTS reports the number of clock sinks as 10. The global-route usage over all layers is 0.04901.

Row generation in the floorplan step produced 21 rows. Counting distinct cell types in the post-synthesis netlist gives 35. The arrival time of the worst setup path is around 2.0 ns. Per the hold report, the tightest min-delay path originates at x_cnt_reg[1]$_SDFFE_PP0P_.

The Yosys warning count is 1. The number of global-route vias before repair is roughly 600. The vertical die dimension reported for this design is approximately 80 µm. The antenna cell count is 0. Hold repair after CTS inserted 0 buffers.

The first-pass GRT wire length is ~2.6 mm. The number of antenna violations at the first check in global routing is 0. The number of warnings the tools reported is 26.

The routed wirelength normalized by instance count is 11.11 µm. The utilization of the core after routing is 0.2729. The synthesized-area fraction occupied by xor and xnor cells is 0.1016. Per the slew report, the remaining headroom to the max-slew limit stands at 0.6925. Summing all placed instances gives a cell area of ~830 µm². The pin count of the biggest net entering global routing is 12. The total power of the final layout is between 0.3 and 0.4 mW.

The total number of cells along the worst setup path is 7. The number of buffers created by CTS is 3. The highest clock rate this design can be run at is 389.6 MHz.

In the floorplan report the effective utilization is 0.2308. STA classifies the critical path startpoint as a flip-flop. In this run the maximum-capacitance check reported violations numbering 0.

Per the placement log, port buffering inserted 7 buffers. Logic depth along the worst register-to-register path is recorded as 7. The critical path endpoint category is a primary output. The highest ir drop seen on vdd is roughly 0.00019 V. The chip area line in the Yosys stat output reads between 700 and 800 µm². According to the report, the first pass of detailed routing completed in 4 iterations.

Setup repair after global routing left no endpoint under its margin. For this block, the via count after detailed routing is between 600 and 700. The startpoint of the most critical register-to-register path is x_cnt_reg[0]$_SDFFE_PP0P_. Of the post-synthesis cell area, the part taken by muxes is 0.02540. The number of max-slew violations in the final report is 0. Once detail routing completed, the nets flagged for antenna violations numbered 0. Grouping non-sequential cells by family puts the most area in simple AND/OR/NAND/NOR gates.

The power per cell area is between 300 and 400 nW/µm². The data required time of the worst path is approximately 2.2 ns. The global route total overflow is 0.
-- final timing paths --
check	to	slack, ns
setup / recovery	dout_eot[0]	0.13
setup reg to reg	y_cnt_reg[3]$_SDFFE_PP0P_	0.90
hold / removal	x_cnt_reg[1]$_SDFFE_PP0P_	0.51
hold reg to reg	x_cnt_reg[1]$_SDFFE_PP0P_	0.51
-- power breakdown --
part           internal, mW  switching [mW]
Combinational       0.00925          0.0100
Clock                0.0818          0.0500
Sequential            0.147         0.00262
Total                 0.238          0.0627
-- routing by layer --
metal | wire length (µm) | share of wire | GRT usage
met5 | 0 | 0 | 0
met4 | 20 | 0.013 | 0.007042
met1 | 796 | 0.51 | 0.06841
met2 | 647 | 0.42 | 0.07143
met3 | 91 | 0.058 | 0.01818
-- final cells by class --
type	instances	area, µm²
clock buffer	4	36.28
multi-input combinational	67	516.7
tap	46	57.56
fill	366	2484
inverter	1	3.754
timing repair buffer	12	106.4
sequential	10	211.5
-- repair_timing --
action	CTS	global route
setup endpoints to repair	2	1
pin swaps	5	0
buffers inserted	4	0
cloned	0	0
gates resized	12	1
-- stage by stage --
stage	cells	hold slack (ns)
finish	140	0.5126
global placement	132	0.5179
CTS	140	0.5113
floorplan	92	0.4941
detailed placement	132	0.5392
global route	140	0.5282
-- kinds of logic after synthesis --
family | Yosys count
and+or+nand+nor | 37
AOI/OAI and AO/OA | 18
buffers and inverters | 15
DFF | 10
xor gates and xnor gates | 7
adders and majority gates | 3
muxes | 2
-- cells in the mapped netlist, types with 3 or more instances --
cell type	number	share of area
dfxtp_1	10	0.25
ha_1	3	0.048
xor2_1	6	0.067
nand3_1	7	0.044
nor2_1	6	0.029
a21oi_1	5	0.032
buf_4	11	0.10
nor4b_1	3	0.033
nand2_1	8	0.038
-- placed cells by master (no fill, tap or decap), types with 2 or more instances in the layout --
cell type        Yosys  layout
nor2_1               6       6
or3b_1               2       2
buf_4               11       5
nor4b_1              3       3
dfxtp_2              0       3
a31oi_1              2       2
a21oi_1              5       5
nand2_1              8       8
clkdlybuf4s50_1      0       6
ha_1                 3       2
o2111ai_1            2       2
dfxtp_1             10       5
dfxtp_4              0       2
clkbuf_4             0       3
xor2_1               6       6
nor3_1               2       2
nand3_1              7       6
mux2i_1              2       2
-- worst reg2reg max path, stage by stage (launching register included) --
cell and delay (ns):
dfxtp_2 0.39, ha_1 0.25, nand3_1 0.14, a21oi_4 0.22
o21ai_4 0.09, buf_4 0.17, or3b_1 0.35, a21oi_1 0.12
Power and IR drop assume default switching activity.
